$ cat flow/config.mk
export PLATFORM = sky130hd
export DESIGN_NAME = mBCDCounterModularSynchronous
export DESIGN_NICKNAME = mBCDCounterModularSynchronous
export VERILOG_FILES = /design/flow/design.v
export SDC_FILE = /design/flow/constraint.sdc
export NUM_CORES = 4
export LEC_CHECK = 1
export CORE_AREA = 10 10 101 101
export DIE_AREA = 0 0 111 111
$ cat flow/constraint.sdc
current_design mBCDCounterModularSynchronous

set clk_period 2.1
set clk_io_pct 0.2

create_clock -name clk0 -period $clk_period [get_ports {clk}]

set non_clock_inputs [all_inputs -no_clocks]
set_input_delay [expr $clk_period * $clk_io_pct] -clock clk0 $non_clock_inputs
set_output_delay [expr $clk_period * $clk_io_pct] -clock clk0 [all_outputs]
$ cat flow/design.v
module mLSDBCDCounter #(
    parameter PARAM_BASE = 10
)(
    input   clk,
    input   rst,
    output  carry,
    output [3:0] data
);
    reg [3:0]   r_data;
    reg         r_carry;
    assign data     = r_data;
    assign carry    = r_carry;
    always @(posedge clk or posedge rst) begin
        if (rst) begin
            r_data <= 4'h0;
            r_carry <= 1'b0;
        end else begin
            if (r_data == (PARAM_BASE-1)) begin
                r_data <= 4'h0;
                r_carry <= 1'b1;
            end else begin
                r_data <= r_data + 1;
                r_carry <= 1'b0;
            end
        end
    end
endmodule
module mLSDBCDCounterCE #(
    parameter PARAM_BASE = 10
)(
    input   clk,
    input   rst,
    input   ce,
    output  carry,
    output [3:0] data
);
    reg [3:0]   r_data;
    reg         r_carry;
    assign data     = r_data;
    assign carry    = r_carry;
    always @(posedge clk or posedge rst) begin
        if (rst) begin
            r_data <= 4'h0;
            r_carry <= 1'b0;
        end else begin
            if (ce) begin
                if (r_data == (PARAM_BASE-1)) begin
                    r_data <= 4'h0;
                    r_carry <= 1'b1;
                end else begin
                    r_data <= r_data + 1;
                    r_carry <= 1'b0;
                end
            end
        end
    end
endmodule
module mBCDCounterModular #(
    parameter PARAM_DIGITS = 4,
    parameter PARAM_BASE = 10
) (
    input clk,
    input rst,
    output [4*PARAM_DIGITS-1:0] data
);
    wire [PARAM_DIGITS:0] r_carry;
    assign r_carry[0] = clk;
    genvar i;
    generate
        for (i = 0; i < PARAM_DIGITS; i = i + 1) begin : gen_digits
            mLSDBCDCounter #(
                .PARAM_BASE(PARAM_BASE)
            ) u_digit (
                .clk(r_carry[i]),
                .rst(rst),
                .carry(r_carry[i+1]),
                .data(data[4*i +: 4])
            );
        end
    endgenerate
endmodule
module mBCDCounterModularSynchronous #(
    parameter PARAM_DIGITS = 4,
    parameter PARAM_BASE = 10
) (
    input clk,
    input rst,
    input ce,
    output [4*PARAM_DIGITS-1:0] data
);
    wire [PARAM_DIGITS:0] ce_chain;
    genvar i;
    generate
        for (i = 0; i < PARAM_DIGITS; i = i + 1) begin : gen_digits
            mLSDBCDCounterCE #(
                .PARAM_BASE(PARAM_BASE)
            ) u_digit (
                .clk(clk),
                .rst(rst),
                .ce(i>0 ? ce_chain[i] : 1'b1),
                .carry(ce_chain[i+1]),
                .data(data[4*i +: 4])
            );
        end
    endgenerate
endmodule
$ cat flow/run.sh
#!/bin/bash
# OpenROAD 26Q1-2900-gdf79404cd8, Yosys 0.63+post, stock flow scripts
make -C /OpenROAD-flow-scripts/flow DESIGN_CONFIG=/design/flow/config.mk WORK_HOME=/design/flow/orfs finish
==> flow_results.org <==
#+TITLE: Synthesis and PnR summary

** Pwr
- The report lists the power per cell area as 539 nW/um^2.
- Per the power-grid run, VDD falls by no more than 0.214 mV.
- Pleak :: 0.512 nW

** Worst setup path
- Critical Path Slowest Stage Cell :: clkdlybuf4s50_1
- In the setup report, the worst path falls into the class reg -> out.
- Per STA, the worst path is made up of clkdlybuf4s50_1.
- In this design, the stage delay of the slowest critical-path cell is 530 ps.
- Launching element type of the critical path :: register
- Worst endpoint required time :: 1680 ps
- Crit Path Max Fanout :: 5
- Origin of the critical flop-to-flop path :: gen_digits[1].u_digit.r_data[2]
- Family of cells with the greatest summed delay on the critical path :: buffers and inverters
- STA reports a reg2reg setup slack of 1100 ps.
- Timing startpoint of the critical path :: gen_digits[1].u_digit.r_data[2]
- Counting both buffers and inverters, the worst setup path holds a total of 1.
- The arrival time of data at the worst endpoint is listed as 1230 ps.
- Crit end category :: output port

** Logic synthesis
- Multiplexer share of the synthesized area :: 0.0141
- Share of Yosys cell area claimed by the top area cell type :: 0.596
- Most common cell in the netlist :: dfrtp_1
- In this run the mean area of a mapped cell was 11.2 sq um.
- In this run, distinct cell masters in the synthesized netlist total 21.
- Per the synthesis report, the adder-cell share of the synthesized area is 0.
- The synthesized netlist has a Yosys-reported chip area of 798 sq um.
- Sequential element share of the synthesized area :: 0.596
- Top cells, area :: dfrtp_1 (60%), xnor2_1 (4.4%), o21ai_0 (3.8%), a21o_1 (3.8%), xor2_1 (3.3%)
- Top cell types by occurrence after synthesis :: dfrtp_1 (19), nand2_1 (6), o21ai_0 (6)
- The synthesis report lists the Yosys warning total as 1.
- By area, the combinational part of the netlist is dominated by simple AND/OR/NAND/NOR gates.
- In this run, the synthesized area fraction spent on and/or/nand/nor cells is recorded as 0.157.
- In this run, the synthesized area fraction spent on AND-OR/OR-AND gates is recorded as 0.133.
- Of all flip-flops after synthesis, the portion carrying an async set or reset was 1.00.
- XOR/XNOR share of the synthesized area :: 0.0768
- Area of the mapped netlist :: 798 sq um
- The synthesized design spends more area on one cell type than any other, namely dfrtp_1.
- The synthesis stat section lists a flop and latch total of 19.
- The synthesis report names the predominant flop master as dfrtp_1.
- The synthesized netlist was found by Yosys to have 71 cells.
- Post-synthesis cell count :: about 70
- The synthesized design contains 0 enable-type register cells.

** STA
- Fmax achieved :: 607 MHz
- Post-route worst hold slack :: 499 ps
- Pins over their slew limit in the final report were tallied at 0.
- Setup slack after layout :: around 450 ps
- For the final database, setup skew stands at 1.80 ps.
- The routed design could run at a clock period as short as 1650 ps.
- In the final timing run, aggregate negative setup slack is 0 ps.
- Share of the cycle needed by the critical path after routing :: 0.785
- The last timing report of the flow puts the setup violation total at 0.
- Setup repair after global routing left no endpoint under its margin.
- Slew of the pin with the lowest slew margin :: 244 ps
- Max transition margin :: 0.838
- The final timing report lists a hold violation count of 0.

** Placed design
- Input and output buffers added on the ports amount to 17.
- Detailed-placement wirelength estimate :: 1.32 mm
- Setup slack after placement :: 709 ps
- At the end of routability-driven placement, the weighted congestion stood at 0.726.

** Finish
- Share of the core filled with cells in the final layout :: 0.142
- Synthesis-to-layout area growth :: 44.5%
- Per the final layout report, the fraction of cells sized above drive strength 1 comes to 0.0968.
- # fillers :: 903

** Route
- The number of antenna diodes in the final layout is 0.
- In the post-route report, total wirelength is listed as 1.70 mm.
- Initial detailed-routing violation count :: 31
- Count of TritonRoute iterations in the first routing pass :: 4
- After detailed routing, the number of vias per cell comes to 2.89.
- Routed via count :: 572
- The DRC violation total left in the routed layout is recorded as 0.
- Dividing the detail-routed wire length by the instance count gives 8.58 microns.
- Once detail routing completed, the nets flagged for antenna violations numbered 0.

** Clock network
- Total of cells resized after clock tree synthesis :: 0
- Number of buffers created by CTS :: 3
- Clock tree synthesis found a total of 19 sinks.
- The post-CTS hold buffer count recorded in the log is 0.
- CTS reports a maximum clock tree buffer depth of 2.
- The timing report gives the clock slew at the launch and capture registers of the worst setup and hold paths as 70 ps.
- Clock tree root buffer cell :: clkbuf_8
- Clock tree from TritonCTS :: built
- Worst-skew pair later-pin latency :: around 250 ps
- Number of H-tree levels :: 1
- Total setup buffers inserted after CTS :: 0

** Run status
- The flow ran to the end, and the final reports show no timing, DRC or antenna violations.

** GRT
- The number of antenna violations at the first check in global routing was 0.
- Across every metal layer, demand over resource in global routing totals 0.0281.
- Vias in the first global route :: 554
- Pin count of the biggest net entering global routing :: 20
- The first global-routing pass estimated 2.87 mm of wire.
- Recorded from the global router log, the overflow total was 0.

** Floorplan
- Effective utilization at floorplan :: 0.0981
- Floorplan core area :: a little over 8000 sq um
- In this run the full chip footprint comes out at 12300 sq um.
- Die extent in y :: 111 microns
- I/O pin count :: 19
- The horizontal die dimension reported for this design is roughly 110 microns.
- For reference, the placement row count at floorplan is 33.

** Hold path
- Kind of path behind the tightest hold check :: in -> async

** Run
- The number of maximum-capacitance violations recorded for the run is 0.
- Summing over the stages, the warning tally comes to 26.
==> sequential cells by signal, summed over array words and instances, names as in the netlist <==
name,cells
gen_digits.u_digit.r_carry,3
gen_digits.u_digit.r_data,16
==> per-layer routing <==
layer	up-vias	track usage	share of wire
li1	293	-	-
met1	266	0.0368	0.45
met2	13	0.0405	0.44
met3	0	0.0175	0.11
met4	0	0.000868	0
met5	-	0	0
==> per-stage QoR <==
step           cell area, sq um  power (W)  cells
4_1_cts                    1150   0.000635    198
5_1_grt                    1150   0.000653    198
3_3_place_gp               1110   0.000384    194
2_1_floorplan               798   0.000378     71
6_report                   1150   0.000622    198
3_5_place_dp               1110   0.000384    194
==> final timing paths <==
check / depth (start not counted) / endpoint
setup / recovery: 1 / data[6]
hold / removal: 3 / gen_digits[1].u_digit.r_data[3]
setup reg to reg: 3 / gen_digits[1].u_digit.r_data[3]
hold reg to reg: 1 / gen_digits[0].u_digit.r_carry
max in group asynchronous: 3 / gen_digits[1].u_digit.r_data[1]
min in group clk0: 1 / gen_digits[0].u_digit.r_carry
==> worst min-delay path: stages <==
cell	delay (ps)
clkdlybuf4s50_1	400
inv_1	50
buf_4	250
==> placed cells by master (no fill, tap or decap) <==
cell type        instances
a32o_1                   1
o21ai_0                  6
dfrtp_1                 19
buf_4                    1
a21o_1                   4
clkdlybuf4s50_1         17
nand2_2                  1
a21oi_1                  1
inv_1                    3
o32ai_1                  1
nand3_1                  4
nand2b_1                 2
o21ai_1                  1
clkbuf_8                 3
and4b_1                  2
nor2b_1                  4
nor3_1                   3
mux2_2                   1
xor2_1                   3
inv_2                    2
clkinv_2                 1
xnor2_1                  4
nor2_1                   1
nand2_1                  6
a22o_1                   2
==> kinds of logic after synthesis <==
family | count (synthesis)
buffers and inverters | 5
AOI/OAI and AO/OA | 16
muxes | 1
DFF | 19
and+or+nand+nor | 23
xor gates and xnor gates | 7
==> cell type report <==
class                           count  area, sq um  area share
Sequential cell                    19          475       0.412
Multi-Input combinational cell     47          304       0.264
Timing Repair Buffer               18          178       0.154
Tap cell                          105          131       0.114
Clock buffer                        3         41.3      0.0358
Inverter                            5         18.8      0.0163
Clock inverter                      1         5.00     0.00434
==> report_power, final <==
part           switching (W)  internal (W)
Clock               0.000115      0.000132
Sequential                 0      0.000366
Combinational     0.00000731    0.00000300
Total               0.000122      0.000500
Power is estimated from default activity; no workload was simulated.
