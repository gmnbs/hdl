==> flow/design.v <==
module bcd2segments (
    input       [3:0] bcd,       
    output reg  [6:0] segment    
);
    always @(*) begin
        case(bcd)
            4'b0000: segment = 7'b1000000;  
            4'b0001: segment = 7'b1111001;  
            4'b0010: segment = 7'b0100100;  
            4'b0011: segment = 7'b0110000;  
            4'b0100: segment = 7'b0011001;  
            4'b0101: segment = 7'b0010010;  
            4'b0110: segment = 7'b0000010;  
            4'b0111: segment = 7'b1111000;  
            4'b1000: segment = 7'b0000000;  
            4'b1001: segment = 7'b0010000;  
            4'b1010: segment = 7'b0001000;  
            4'b1011: segment = 7'b0000011;  
            4'b1100: segment = 7'b1000110;  
            4'b1101: segment = 7'b0100001;  
            4'b1110: segment = 7'b0000110;  
            4'b1111: segment = 7'b0001110;  
            default: segment = 7'b1111111;  
        endcase
    end
endmodule
module display_controller #(
    parameter PARAM_DIGITS = 4,
    parameter PARAM_CLK_DIVIDER = 5000000
) (
    input i_clk,
    input [4*PARAM_DIGITS-1:0] data,             
    output [6:0] segment,                    
    output reg [PARAM_DIGITS-1:0] mux_select,    
    output  [15:0] led                        
);
    localparam LP_INDEX_WIDTH = $clog2(PARAM_DIGITS);
    reg [LP_INDEX_WIDTH-1:0]    r_digit_index   = 0;
    assign led[1:0] = r_digit_index[1:0];
    assign led[5:2] = mux_select[3:0];
    wire clk_anode;
    mCLKDivider #(
        .PARAM_COUNT(PARAM_CLK_DIVIDER)
    ) clk_divider (
        .clk_in(i_clk),
        .clk_out(clk_anode)
    );
    initial begin
        mux_select = 4'b1110;
    end
    always @(posedge clk_anode) begin
        mux_select <= {mux_select[PARAM_DIGITS-2:0], mux_select[PARAM_DIGITS-1]};  
        r_digit_index <= r_digit_index + 1;
        if (r_digit_index == PARAM_DIGITS - 1) begin
            r_digit_index <= 0;
        end
    end
    wire [3:0] muxed_bcd_data;
    mBUSMux #(
        .PARAM_N(PARAM_DIGITS)
    ) bus_mux (
        .sel(r_digit_index),
        .in(data),
        .out(muxed_bcd_data)
    );
    bcd2segments bcd2seg(
        .bcd(muxed_bcd_data),
        .segment(segment)
    );
endmodule
module mBUSMux #(parameter PARAM_N = 4, parameter PARAM_BUS_WIDTH = 4) (
    input [$clog2(PARAM_N)-1:0] sel,            
    input [PARAM_N*PARAM_BUS_WIDTH-1:0] in,           
    output reg [PARAM_BUS_WIDTH-1:0] out        
);
    always @(*) begin
        case (sel)
            default: out = in[(sel+1)*PARAM_BUS_WIDTH-1 -: PARAM_BUS_WIDTH];
        endcase
    end
endmodule
module mCLKDivider #(
    parameter PARAM_COUNT = 50000000 
    ) (
    input clk_in,
    output reg clk_out
    );
    reg [25:0] counter;
    always @(posedge clk_in) begin
        counter <= counter + 1;
        if (counter == PARAM_COUNT) begin
            counter <= 0;
            clk_out <= ~clk_out;
        end
    end
endmodule
module mCLKDividerV2 #(
    parameter PARAM_INPUT_FREQ = 100000000,  
    parameter PARAM_OUTPUT_FREQ = 10000000   
) (
    input   wire    clk_in,      
    output  reg     clk_out      
);
    initial begin
        if (PARAM_OUTPUT_FREQ >= PARAM_INPUT_FREQ) begin
            $error("Output frequency must be less than input frequency");
        end
    end
    localparam lp_divider = PARAM_INPUT_FREQ / PARAM_OUTPUT_FREQ;
    localparam lp_counter_width = $clog2(lp_divider);
    reg [lp_counter_width-1:0] counter;
    initial begin
        counter = 0;
        clk_out = 0;
    end
    always @(posedge clk_in) begin
        if (counter == (lp_divider / 2) - 1) begin
            counter <= 0;
            clk_out <= ~clk_out;
        end else begin
            counter <= counter + 1;
        end
    end
endmodule
==> flow/run.sh <==
#!/bin/bash
# OpenROAD 26Q1-2900-gdf79404cd8, Yosys 0.63+post, stock flow scripts
make -C /OpenROAD-flow-scripts/flow DESIGN_CONFIG=/design/flow/config.mk WORK_HOME=/design/flow/orfs finish
==> flow/config.mk <==
export PLATFORM = sky130hd
export DESIGN_NAME = display_controller
export DESIGN_NICKNAME = display_controller
export VERILOG_FILES = /design/flow/design.v
export SDC_FILE = /design/flow/constraint.sdc
export NUM_CORES = 4
export LEC_CHECK = 1
export CORE_AREA = 10 10 111 111
export DIE_AREA = 0 0 121 121
==> flow/constraint.sdc <==
current_design display_controller

set clk_period 3.2
set clk_io_pct 0.2

create_clock -name clk0 -period $clk_period [get_ports {i_clk}]

set non_clock_inputs [all_inputs -no_clocks]
set_input_delay [expr $clk_period * $clk_io_pct] -clock clk0 $non_clock_inputs
set_output_delay [expr $clk_period * $clk_io_pct] -clock clk0 [all_outputs]
==> results.json <==
{
  "grt.overflow.total": 0,
  "critPathKind": "primary input to primary output",
  "avgViaCountPerCell": 4.19,
  "grt_start_max_net_pins": 16,
  "met2WireLength_um": 1900,
  "unclocked_regs": 6,
  "die_h_um": 121,
  "metal3_wl_um": 279,
  "wl_met1_um": 2350,
  "postSynth.topFlopCell": "sky130_fd_sc_hd__dfxtp_1",
  "areaGrowthSynthToFinish_pct": 33.3,
  "fp_util_pct": 19.8,
  "dr.max_layer_used": "met4",
  "buffer_ports.inserted": 33,
  "final_layout_top_logic_cells": "sky130_fd_sc_hd__dfxtp_1, sky130_fd_sc_hd__clkdlybuf4s50_1, sky130_fd_sc_hd__buf_4, sky130_fd_sc_hd__nand3_1",
  "post_synth_and_or_nand_nor_area_fraction_pct": 23.1,
  "min_from": "clk_divider.counter[25]",
  "numCtsBuffers": 3,
  "fmaxAchievable_mhz": 321,
  "clock_latency_at_the_later_pin_of_the_worst_skew_pair_ns": 0.27,
  "clock-root-buffer": "sky130_fd_sc_hd__clkbuf_8",
  "drt_first_pass_iters": 4,
  "worst-r2r-setup-slack_ns": 1.30,
  "detail-route-antenna-nets": 0,
  "rows": 36,
  "synth.yosys.warnings": 14,
  "cts-htree-levels": 1,
  "crit_arrival_ns": 2.48,
  "r2r-end": "clk_divider.clk_out",
  "tritoncts": "built",
  "layout.cells.non_filler": 393,
  "finalCriticalPeriod_ns": 3.12,
  "reg_clk_slew_reported_paths_ns": 0.09,
  "fa_ha_area_share_pct": 7.04,
  "grt_setup_unrepaired": "false",
  "timing.slew.headroom_pct": 47.6,
  "drive_above_1_share_pct": 19.6,
  "nature_of_the_critical_path_endpoint": "primary output",
  "ir_worst_vdd_mv": 0.139,
  "hold-path-endpoint": "clk_divider.counter[25]",
  "max_cap_violations": 0,
  "io_pins": 44,
  "groute.usage.overall_pct": 6.02,
  "finalSetupViolCount": 0,
  "timing.hold.worst_path_depth": 1,
  "timing.critical_path.slowest_stage_cell": "sky130_fd_sc_hd__clkdlybuf4s50_1",
  "yosysUniqueCellTypes": 47,
  "dpl-instance-area_mm2": 0.00245,
  "hpwlAfterDp_um": 3480,
  "yosysChipArea_mm2": 0.00195,
  "clock_tree.buffer_depth": 2,
  "area_of_the_die_mm2": 0.0146,
  "fin_worst_skew_ns": 0.00300,
  "syn-mean-instance-area_um2": 9.09,
  "synth_seq_share_pct": 34.3,
  "grt_pass1_wl_um": 7620,
  "grt_antenna_before_repair": 0,
  "actual_transition_at_the_worst_max_transition_pin_ns": 0.781,
  "combGateArea_mm2": 0.00122,
  "grt_pass1_vias": 1593,
  "layout_top_cell": "sky130_fd_sc_hd__dfxtp_1",
  "cp_cell_sequence": "clkdlybuf4s50_1 -> mux2_4 -> o211ai_1 -> buf_4 -> buf_4 -> ha_1 -> mux2_4 -> nand2_2 -> o311ai_1 -> buf_2",
  "drt-total-wl_um": 4560,
  "core_area_mm2": 0.00986,
  "synth.mux.area_fraction_pct": 8.58,
  "dpl_cells": 385,
  "synth.logic.top_family": "simple AND/OR/NAND/NOR gates",
  "min_path_type": "flop to flop",
  "fillers": 1030,
  "setup.worst_path.start_class": "primary input",
  "design_area_mm2": 0.00261,
  "power.static_leakage_nw": 1.04,
  "synth.ff_latch_count": 33,
  "reg_to_reg_critical_path_startpoint": "clk_divider.counter[0]",
  "slew_violations": 0,
  "sequential_cell_area_um2": 671,
  "finalCoreUtilization_pct": 26.4,
  "die_width_um": 121,
  "crit_fanout": 3,
  "drc": 0,
  "synthArstFlopShare_pct": 0,
  "powerDensity_mw_per_mm2": 221,
  "first_iter_violations": 60,
  "route.antenna.diode_count": 0,
  "critPathRequiredTime_ns": 2.56,
  "num_vias": 1646,
  "count_of_tool_warnings": 34,
  "worst_r2r_path_depth": 6,
  "xor_area_share_pct": 10.3,
  "netlist_instances": 215,
  "synth_compound_gate_area_share_pct": 7.11,
  "critical-path-max-stage-delay_ns": 0.48,
  "place_congestion": 0.882,
  "finalClockPeriodUsage_pct": 97.5,
  "postCtsHoldBufs": 0,
  "post_synth_instance_area_mm2": 0.00195,
  "hold_viol_final": 0,
  "unconstrained_endpoints": 16,
  "result_of_the_run": "completed",
  "route.detailed.wl_per_inst_um": 11.6,
  "synth_stat.cells": 215,
  "enable_flop_cells": 1
}
## metrics by stage
stage | power, mW | setup slack (ns) | TNS [ns] | hold slack [ns]
floorplan | 0.370 | 0.434 | 0 | 0.432
global placement | 0.394 | -0.469 | -2.53 | 0.454
detailed placement | 0.393 | -0.493 | -2.47 | 0.460
CTS | 0.583 | 0.00713 | 0 | 0.476
global route | 0.602 | 0.0117 | 0 | 0.501
finish | 0.576 | 0.0801 | 0 | 0.473
## critical path, delay by kind of cell
family	cells	cell delay, ns
simple gates	1	0.06
buf+inv	4	1.00
fa+ha+maj	1	0.18
compound gates	2	0.16
mux	2	0.43
## logic make-up (layout without fill, tap and decap cells)
group / after synthesis / count (layout)
and+or+nand+nor: 82 / 82
DFF: 33 / 33
buffers and inverters: 31 / 67
xor gates and xnor gates: 23 / 23
AOI/OAI and AO/OA: 21 / 21
muxes: 13 / 13
adders and majority gates: 11 / 11
other: 1 / 10
## what timing repair did
action,CTS,global route
setup buffers,3,1
gates cloned,0,0
setup endpoints to repair,7,6
pin swaps,9,5
gates resized,33,15
## layout make-up
| cell class | instances | share of cell area, % |
|---|---|---|
| Sequential cell | 33 | 25.7 |
| Multi-Input combinational cell | 160 | 46.9 |
| Clock inverter | 1 | 0.192 |
| Clock buffer | 3 | 1.59 |
| Tap cell | 133 | 6.39 |
| Timing Repair Buffer | 51 | 17.3 |
| Inverter | 12 | 1.83 |
## how the worst max path moves through the flow
stage	startpoint	end	slack, ns
finish	data[8]	segment[6]	0.08
global route	data[8]	segment[6]	0.01
CTS	data[13]	segment[1]	0.007
## layer usage
metal	GRT usage [%]	vias up
met4	0.528	0
met5	0	-
met2	9.32	51
met1	8.88	778
li1	-	815
met3	1.09	2
## sequential cells by signal, indices dropped and copies added, names as in the netlist
signal and cells:
clk_divider.counter 26, clk_divider.clk_out 1, r_digit_index 2, mux_select 4
## synthesized netlist by cell type, types with 2 or more instances
cell                        n  area (µm²)
sky130_fd_sc_hd__nand4_1    8        50.1
sky130_fd_sc_hd__nor4_1     4        25.0
sky130_fd_sc_hd__nand3b_1   2        15.0
sky130_fd_sc_hd__nor3b_1    2        15.0
sky130_fd_sc_hd__inv_1     11        41.3
sky130_fd_sc_hd__nor2b_1    3        18.8
sky130_fd_sc_hd__nand3_1   16        80.1
sky130_fd_sc_hd__ha_1      11         138
sky130_fd_sc_hd__and3_1     4        25.0
sky130_fd_sc_hd__o21ai_1    2        10.0
sky130_fd_sc_hd__nand2_1   14        52.6
sky130_fd_sc_hd__mux2_4     4        60.1
sky130_fd_sc_hd__buf_2      2        10.0
sky130_fd_sc_hd__o211ai_1   3        22.5
sky130_fd_sc_hd__a21oi_1    4        20.0
sky130_fd_sc_hd__and2_1     3        18.8
sky130_fd_sc_hd__xor2_1     9        78.8
sky130_fd_sc_hd__dfxtp_1   32         641
sky130_fd_sc_hd__o21ai_0    4        20.0
sky130_fd_sc_hd__nor2_1    14        52.6
sky130_fd_sc_hd__nor3_1     5        25.0
sky130_fd_sc_hd__mux2i_1    6        60.1
sky130_fd_sc_hd__buf_4     15         113
sky130_fd_sc_hd__xnor2_1   14         123
## power breakdown
group	internal [mW]	switching (mW)	total, mW
logic	0.0318	0.0182	0.0500
clock network	0.0871	0.102	0.189
registers	0.337	0	0.337
total	0.456	0.120	0.576
No activity file was given, so power comes from the tool's default toggle rates.
